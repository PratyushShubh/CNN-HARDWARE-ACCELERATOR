File: /design/flow/run.sh
#!/bin/bash
# OpenROAD 26Q1-2900-gdf79404cd8, Yosys 0.63+post, stock flow scripts
make -C /OpenROAD-flow-scripts/flow DESIGN_CONFIG=/design/flow/config.mk WORK_HOME=/design/flow/orfs finish
File: /design/flow/config.mk
export PLATFORM = sky130hd
export DESIGN_NAME = cnn_top
export DESIGN_NICKNAME = cnn_top
export VERILOG_FILES = /design/flow/design.v
export SDC_FILE = /design/flow/constraint.sdc
export NUM_CORES = 4
export LEC_CHECK = 1
export CORE_AREA = 10 10 88 88
export DIE_AREA = 0 0 98 98
File: /design/flow/constraint.sdc
current_design cnn_top

set clk_period 2.1
set clk_io_pct 0.2

create_clock -name clk0 -period $clk_period [get_ports {clk}]

set non_clock_inputs [all_inputs -no_clocks]
set_input_delay [expr $clk_period * $clk_io_pct] -clock clk0 $non_clock_inputs
set_output_delay [expr $clk_period * $clk_io_pct] -clock clk0 [all_outputs]
File: /design/flow/design.v
module cnn_top(input clk, input rst, input [7:0] pixel_in, output [7:0] result);
    wire [7:0] conv_out;
    wire [7:0] relu_out;
    wire [7:0] pool_out;
    wire [7:0] fc_out;
    conv_layer u1 (.clk(clk), .rst(rst), .pixel_in(pixel_in), .pixel_out(conv_out));
    relu_layer u2 (.data_in(conv_out), .data_out(relu_out));
    pool_layer u3 (.clk(clk), .rst(rst), .data_in(relu_out), .data_out(pool_out));
    fc_layer   u4 (.clk(clk), .rst(rst), .data_in(pool_out), .data_out(fc_out));
    assign result = fc_out;
endmodule
module conv_layer(input clk, input rst, input [7:0] pixel_in, output reg [7:0] pixel_out);
    reg [7:0] kernel = 8'd2;   
    always @(posedge clk or posedge rst) begin
        if (rst)
            pixel_out <= 0;
        else
            pixel_out <= pixel_in * kernel;
    end
endmodule
module fc_layer(input clk, input rst, input [7:0] data_in, output reg [7:0] data_out);
    reg [7:0] weight = 8'd3;
    always @(posedge clk or posedge rst) begin
        if (rst)
            data_out <= 0;
        else
            data_out <= data_in * weight;
    end
endmodule
module pool_layer(input clk, input rst, input [7:0] data_in, output reg [7:0] data_out);
    reg toggle;
    always @(posedge clk or posedge rst) begin
        if (rst) begin
            data_out <= 0;
            toggle <= 0;
        end else begin
            toggle <= ~toggle;
            if (toggle)
                data_out <= data_in;
        end
    end
endmodule
module relu_layer(input signed [7:0] data_in, output [7:0] data_out);
    assign data_out = (data_in[7] == 1) ? 8'd0 : data_in;   
endmodule
==> qor.yml <==
synth-area-yosys_um2: 847
placedInstanceArea_um2: 1090
setup_total_negative_slack_ns: 0
worst-endpoint-required_ns: 2.29
worst_clock_skew_ns: 0.00108
stage_log_warnings: 26
worst_hold_startpoint: "u3.data_out[1]$_DFFE_PP0P_"
report.final.hold_viol_count: 0
cts.htree.levels: 1
num_vias: 487
routed_wirelength_mm: 1.33
rr_endpoint: "u4.data_out[6]$_DFF_PP0_"
worst_r2r_path_depth: 5
main_area_contributors: "dfrtp_1, ha_1, nand3b_1"
dp_hpwl_mm: 1.04
drive_above_1_share_pct: 9.64
period_minus_slack_ns: 1.67
global_route.usage.total_pct: 2.98
core_area_um2: 5920
power.density_cell_area_nw_per_um2: 706
groute.layer.met1.usage_pct: 3.94
setup.worst_path.start_class: "register"
vias_per_cell: 3.08
data_arrival_critical_path_ns: 1.86
cts.hold.buffers_added: 0
post-cts-setup-buffer-count: 0
post-route-drc-count: 0
synth_warnings: 3
synth.area.mux_share_pct: 0
via_count_of_the_first_global_routing_pass: 531
timing.hold.worst_path_depth: 0
grt_start_max_net_pins: 22
met3_usage_pct: 2.35
post_drt_wl_per_cell_um: 8.40
rsz0062_at_grt: "false"
synth.avg_cell_area_um2: 13.0
ports: 18
ys_seq_share_pct: 62.0
finish.instance_area_um2: 1140
count_of_input_and_output_buffers: 15
drv_cap: 0
cts.sinks: 21
worstSetupPathType: "register to register"
synth_cell_types: 22
top_area_cell: "dfrtp_1"
cell_with_the_biggest_individual_delay_on_the_critical_path: "dfrtp_1"
drtIter0Drc: 12
synth-compound-area-share_pct: 12.4
worstHoldEndpoint: "u4.data_out[1]$_DFF_PP0_"
syn-instance-count: 65
worstPathBufferInverterCount: 0
cts_tree: "done"
end_kind: "register"
cts_root_buf: "clkbuf_8"
path_cells: "ha_1, fa_1, a21o_2, a21oi_1, xnor2_1"
rows: 28
grt_antenna_before_repair: 0
place.gp.congestion: 0.735
vdd_drop_max_v: 0.000322
timing_max_transition_violations_final: 0
achievable-frequency_ghz: 0.598
crit_fanout: 4
simple_gate_fraction_of_synth_area_pct: 8.42
firstDrtPassIters: 4
post_synth_fa_ha_maj_area_fraction_pct: 9.75
synth-xor-area-share_pct: 2.07
ctsLongestPathBuffers: 2
total_leakage_power_nw: 0.497
min_path_type: "register to register"
timing.critical_path.max_delay_family: "adder cells"
grt_first_pass_wirelength_mm: 2.44
finalClockPeriodUsage_pct: 79.6
yosys-stat-cells: 65
synthesis.area_um2: 847
post_cts_sizing_count: 0
largest_incremental_delay_on_the_critical_path_ns: 0.43
grt_overflow: 0
r2r_path_start: "u3.data_out[2]$_DFFE_PP0P_"
worst-r2r-setup-slack_ns: 0.43
outcome: "completed"
synth.comb.largest_family: "AND-OR/OR-AND gates"
numSynthFlops: 21
worstSkewPairLatency_ns: 0.26
synth_largest_type_area_fraction_pct: 62.0
floorplan.die.width_um: 98
route.antenna.diode_count: 0
grt_busiest_layer: "met1"
setup_viol: 0
fp_util_pct: 14.3
cts_bufs_inserted: 3
die-height_um: 98
flow.area_growth_from_synthesis_pct: 34.1
final_antenna_net_count: 0
total_die_area_um2: 9600
path_clk_slew_ns: 0.08
grt_use_met2_pct: 3.86
==> Yosys cell counts <==
cell,n
a21o_1,1
a211oi_1,1
a21oi_1,2
a2111oi_2,1
clkbuf_1,1
o21a_2,1
nor2b_1,1
buf_4,1
nor3b_1,1
nand3b_1,7
a221oi_1,1
o21ai_0,6
conb_1,1
a21o_2,1
a211o_1,1
fa_1,1
dfrtp_1,21
inv_1,8
ha_1,5
xor2_1,1
xnor2_1,1
nand3_1,1
==> logic make-up after synthesis <==
kind of cell / Yosys count
AND-OR/OR-AND: 15
XOR/XNOR: 2
AND/OR/NAND/NOR: 10
buffers and inverters: 10
adder cells (fa/ha/maj): 6
other: 1
flip-flops: 21
==> worst max-delay path by stage <==
stage	startpoint	to	slack (ns)	cells past startpoint
6_report	u3.data_out[2]$_DFFE_PP0P_	u4.data_out[6]$_DFF_PP0_	0.43	5
5_1_grt	u3.data_out[2]$_DFFE_PP0P_	u4.data_out[6]$_DFF_PP0_	0.35	5
4_1_cts	u3.data_out[2]$_DFFE_PP0P_	u4.data_out[6]$_DFF_PP0_	0.42	5
==> per-layer routing <==
metal	share of wire (%)	routed length, µm
met1	49	653
met3	16	216
met5	0	0
met4	0.90	12
met2	33	444
==> sequential cells by signal, summed over array words and instances (netlist names) <==
name          flops
u3.data_out       6
u4.data_out       7
u3.toggle         1
u1.pixel_out      7
==> where the power goes <==
| part | total (mW) | internal [mW] | switching, mW |
|---|---|---|---|
| combinational | 0.0953 | 0.0623 | 0.0330 |
| clock | 0.262 | 0.134 | 0.129 |
| sequential | 0.445 | 0.432 | 0.0124 |
| total | 0.802 | 0.628 | 0.174 |
==> cell usage in the layout (no fill, tap or decap) <==
cell              n
dfrtp_1          21
clkdlybuf4s50_1  15
inv_1             8
nand3b_1          7
o21ai_0           6
ha_1              5
clkbuf_8          3
a21oi_1           2
a211o_1           1
o21a_2            1
a2111oi_2         1
nor2b_1           1
nand3_1           1
nor3b_1           1
a221oi_1          1
a21o_2            1
xnor2_1           1
a21o_1            1
a211oi_1          1
xor2_1            1
fa_1              1
conb_1            1
clkinvlp_4        1
buf_4             1
==> metrics by stage <==
step	hold slack [ns]	std cells	total power [mW]	setup slack [ns]	utilization (%)
final	0.415	158	0.802	0.429	19.2
after global routing	0.447	158	0.855	0.355	19.2
after CTS	0.428	158	0.814	0.422	19.2
after detailed placement	0.405	154	0.551	0.438	18.4
after global placement	0.404	154	0.549	0.437	18.4
after floorplan	0.380	65	0.493	0.508	-
==> final cells by class <==
class                           instances  area (µm²)
Clock buffer                            3        41.3
Timing Repair Buffer                   16         158
Fill cell                             638        4780
Inverter                                8        30.0
Multi-Input combinational cell         34         280
Tap cell                               75        93.8
Sequential cell                        21         526
Clock inverter                          1        7.51
No activity file was given, so power comes from the tool's default toggle rates.
